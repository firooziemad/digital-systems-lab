File: flow/run.sh
#!/bin/bash
# OpenROAD 26Q1-2900-gdf79404cd8, Yosys 0.63+post, stock flow scripts
make -C /OpenROAD-flow-scripts/flow DESIGN_CONFIG=/design/flow/config.mk WORK_HOME=/design/flow/orfs finish
File: flow/config.mk
export PLATFORM = sky130hd
export DESIGN_NAME = extensionBoard
export DESIGN_NICKNAME = extensionBoard
export VERILOG_FILES = /design/flow/design.v
export SDC_FILE = /design/flow/constraint.sdc
export NUM_CORES = 4
export LEC_CHECK = 1
export CORE_AREA = 10 10 70 70
export DIE_AREA = 0 0 80 80
File: flow/constraint.sdc
current_design extensionBoard

set clk_period 1.1
set clk_io_pct 0.2

create_clock -name clk0 -period $clk_period

set non_clock_inputs [all_inputs -no_clocks]
set_input_delay [expr $clk_period * $clk_io_pct] -clock clk0 $non_clock_inputs
set_output_delay [expr $clk_period * $clk_io_pct] -clock clk0 [all_outputs]
File: flow/design.v
`timescale 1ns / 1ps
module extensionBoard(
    input wire [1:0] Push_button,
    input wire [7:0] DIP_switch,
    output wire a,b,c,d,e,f,g,
    output wire [3:0] digs,
    output wire [9:0] LEDs,
    output reg dp
    );
    assign digs [3:0] = 4'b0001;
    Hex_to_7_seg hex_display(
        .Hex(DIP_switch[3:0]),
        .a(a),
        .b(b),
        .c(c),
        .d(d),
        .e(e),
        .f(f),
        .g(g)
    );
endmodule
module Hex_to_7_seg (
    input wire [3:0] Hex,
    output reg a,b,c,d,e,f,g
    );
    always @(Hex) begin
        case(Hex)
        0 : {a,b,c,d,e,f,g} = ~(7'b1111110);
        1 : {a,b,c,d,e,f,g} = ~(7'b0110000);
        2 : {a,b,c,d,e,f,g} = ~(7'b1101101);
        3 : {a,b,c,d,e,f,g} = ~(7'b1111001);
        4 : {a,b,c,d,e,f,g} = ~(7'b0110011);
        5 : {a,b,c,d,e,f,g} = ~(7'b1011011);
        6 : {a,b,c,d,e,f,g} = ~(7'b1011111);
        7 : {a,b,c,d,e,f,g} = ~(7'b1110000);
        8 : {a,b,c,d,e,f,g} = ~(7'b1111111);
        9 : {a,b,c,d,e,f,g} = ~(7'b1111011);
        10 : {a,b,c,d,e,f,g} = ~(7'b1110111);  
        11 : {a,b,c,d,e,f,g} = ~(7'b0011111);  
        12 : {a,b,c,d,e,f,g} = ~(7'b1001110);  
        13 : {a,b,c,d,e,f,g} = ~(7'b0111101);  
        14 : {a,b,c,d,e,f,g} = ~(7'b1001111);  
        15 : {a,b,c,d,e,f,g} = ~(7'b1000111);  
        endcase
    end
endmodule
==> run summary <==
Implementation run completed; key figures follow.

Status:
- The flow ran to the end, but the final reports show violations.
- The checks that failed: negative setup slack.

Synthesis:
- The run gives the number of different library cells in the post-synthesis netlist as 19.
- The run puts the sequential cell area fraction in the yosys report at 0%.
- The run gives the Yosys chip area as 394.1 sq um.
- The run puts the yosys cell count at 49.
- The synthesized netlist occupies a cell area of 394.1 sq um.
- The run puts the number of warnings printed during yosys synthesis at 12.
- The run puts the instance count of the mapped netlist at 49.
- Each instance of the synthesized netlist takes up on average 8.043 sq um.

Cells and area:
- The run puts the synthesis-to-layout area growth at 93.33%.
- The run gives the post-layout instance count excluding filler cells as 122.
- The run gives the final non-filler cell area as 762.0 sq um.
- The run puts the register cell area after layout at 0 sq um.
- The run puts the tally of filler cells in the layout at 374.
- The top cell types in the final layout, fill and taps aside, are sky130_fd_sc_hd__conb_1, sky130_fd_sc_hd__buf_4, sky130_fd_sc_hd__ha_4, sky130_fd_sc_hd__buf_2, sky130_fd_sc_hd__buf_6.
- The run gives the flip-flop and latch count as 0.
- The most common logic cell in the final layout is sky130_fd_sc_hd__conb_1.
- The run puts the combinational cell area excluding buffers and inverters at 400.4 sq um.
- The run puts the total of clock buffers placed in the layout at 0.
- Cells with a size suffix above 1 make up 63.16% of the layout.

STA:
- The run puts the fmax at 690.1 MHz.
- The run gives the period utilization as 131.7%.
- The run puts the final max-slew violation count at 0.
- The run gives the post-route minimum period as 1.449 ns.
- The run gives the final hold violation count as 0.
- The run puts the final critical-path setup slack at -0.3490 ns.
- The run puts the worst hold-check slack at 0.7235 ns.
- The run puts the number of setup violations in the final report at 7.
- Setup repair after global routing could not meet its margin everywhere.

Routing:
- For this block, the via count after detailed routing is 356.
- TritonRoute output was used to compute an average wire per cell of 9.352 um.
- The run gives the number of antenna cells inserted as 0.
- The run puts the iteration tally of the first detailed-router pass at 2.
- Per the post-route antenna check, the number of violating nets is 0.
- The run gives the remaining design rule violation count as 0.
- The run puts the total routed wirelength at 1141 um.
- The run gives the number of DRC violations after detailed-routing iteration 0 as 7.
- The run gives the via-per-instance ratio as 2.918.

GRT:
- Entering global routing, the biggest net connects 7 pins.
- The run puts the number of global-route vias before repair at 363.
- The run puts the overflow left after global routing at 0.
- The first global-routing pass estimated 1697 um of wire.
- The initial antenna violation count was 0.
- Total global-route track usage over all layers is 3.146%.

Place:
- The run gives the post-placement cell area as 609.3 sq um.
- Setup slack on the worst path after placement came out at -1.185 ns.
- The run puts the number of placed instances, taps included at 113.
- Per the gpl log, the routability congestion estimate is 0.7574.
- The run gives the number of buffers added on ports as 11.
- Note, the detailed placer reported a final HPWL of 862.1 um.

Pwr:
- In this run the static leakage power is 0.3669 nW.
- Net switching is 38.71% of the power.
- The run puts the total internal power at 0.0001495 W.
- In this run the power density over the cells is 320.1 mW/mm^2.
- The clock network burns 0% of the power.
- Summed over all nets, the switching power comes to 0.00009441 W.
- The power report attributes to the sequential group a share of 0%.
- The worst VDD IR drop from the latest analysis is 0.05153 mV.
- Combinational cells account for 100.0% of the total power.
- Power comes to 0.0002439 W.

Die:
- The run gives the core utilization at floorplan as 11.54%.
- Measured along the x axis, the die boundary spans 80 um.
- The run puts the core area at 0.003416 sq mm.
- 32 I/O pins were placed.
- According to the floorplan report, the die height is 80 um.
- The run puts the die area at 0.006400 sq mm.
- The run puts the total number of placement rows at 21.

Worst setup path:
- The run gives the required time at the worst-slack endpoint as 0.88 ns.
- STA classifies the critical path startpoint as an input pin.
- For the worst setup path, the data arrival time is 1.23 ns.
- The run gives the sort of element at the end of the critical path as a primary output.
- The worst setup path is of the in2out kind.
- The run puts the highest fanout seen on the critical path at 4.

Run:
- Summing over the stages, the warning tally comes to 47.
- Across the run, the number of max-cap violations was 0.

Worst hold path:
- The run gives the worst min-delay path category as in2out.
- The run gives the depth of the worst hold-timing path as 3.

Clock network:
- The number of hold buffers added after CTS was 0.
[power groups by stage]
stage / clock network [W] / registers, W / logic, W
6_report: 0 / 0 / 0.000244
5_1_grt: 0 / 0 / 0.000269
4_1_cts: 0 / 0 / 0.000217
[worst max-delay path, stage by stage]
cell and delay, ns:
sky130_fd_sc_hd__buf_12 0.11, sky130_fd_sc_hd__inv_12 0.04, sky130_fd_sc_hd__ha_4 0.25, sky130_fd_sc_hd__inv_2 0.03
sky130_fd_sc_hd__mux4_2 0.45, sky130_fd_sc_hd__buf_2 0.13
[stage by stage]
step	util [%]	setup TNS, ns
finish	22.31	-1.420
global route	22.31	-1.691
CTS	20.29	-2.255
detailed placement	17.84	-7.660
global placement	17.84	-7.710
floorplan	-	-0.03907
[routing by layer]
metal  track usage, %  share of wire [%]
met2            5.778                 51
met1            4.109                 46
met4                0                  0
met3           0.2273                3.0
met5                0                  0
[worst paths after layout]
kind / startpoint / endpoint / slack, ns
min: DIP_switch[2] / a / 0.72
max: DIP_switch[0] / d / -0.35
[area by class of cell]
cell class | count | area share, %
multi-input combinational | 42 | 52.55
timing repair buffer | 31 | 35.80
tap | 46 | 7.553
inverter | 3 | 4.105
[synthesized netlist by cell type]
| master | count | share of area, % |
|---|---|---|
| sky130_fd_sc_hd__o21ai_1 | 1 | 1.3 |
| sky130_fd_sc_hd__a21oi_1 | 1 | 1.3 |
| sky130_fd_sc_hd__mux2_2 | 1 | 2.9 |
| sky130_fd_sc_hd__nor2_1 | 4 | 3.8 |
| sky130_fd_sc_hd__or3b_1 | 1 | 2.2 |
| sky130_fd_sc_hd__nand2_1 | 1 | 0.95 |
| sky130_fd_sc_hd__ha_1 | 7 | 22 |
| sky130_fd_sc_hd__a22o_1 | 2 | 4.4 |
| sky130_fd_sc_hd__inv_1 | 3 | 2.9 |
| sky130_fd_sc_hd__buf_2 | 1 | 1.3 |
| sky130_fd_sc_hd__nor2_2 | 1 | 1.6 |
| sky130_fd_sc_hd__mux2i_1 | 4 | 10 |
| sky130_fd_sc_hd__buf_4 | 15 | 29 |
| sky130_fd_sc_hd__mux4_2 | 1 | 5.7 |
| sky130_fd_sc_hd__nor2b_2 | 1 | 2.2 |
| sky130_fd_sc_hd__a32o_1 | 1 | 2.5 |
| sky130_fd_sc_hd__buf_6 | 1 | 2.9 |
| sky130_fd_sc_hd__o21ai_0 | 1 | 1.3 |
| sky130_fd_sc_hd__conb_1 | 2 | 1.9 |
[kinds of logic (layout without fill, tap and decap cells)]
logic type      Yosys count  after routing  synth area share [%]
other cells               2             15                 1.905
simple gates              8              8                 10.79
fa+ha+maj                 7              7                 22.22
compound gates            6              6                 10.79
mux                       6              6                 18.73
buf+inv                  20             34                 35.55
[repair_timing]
action                                  CTS  global route
buffers inserted                          8             3
cloned                                    0             0
resized                                  50            19
endpoints found under the setup margin    7             7
hold endpoints to repair                  0             0
pin swaps                                 8             4
No activity file was given, so power comes from the tool's default toggle rates.
